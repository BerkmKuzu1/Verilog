==> design/flow/design.v <==
`timescale 1ns / 1ps
module uart_rx_led (
    input wire clk,
    input wire rst,
    input wire rx_pin,
    output reg [7:0] data_out,
    output reg rx_done
);
    localparam CLKS_PER_BIT = 10417;
    localparam [2:0] IDLE  = 3'b000;
    localparam [2:0] START = 3'b001;
    localparam [2:0] DATA  = 3'b010;
    localparam [2:0] STOP  = 3'b011;
    localparam [2:0] SYNC_DATA = 3'b100;
    reg [2:0] state;
    reg [13:0] clk_counter;
    reg [3:0]  bit_counter;
    reg [7:0] data_buffer;
    always @(posedge clk or posedge rst) begin
        if (rst) begin
            state <= IDLE;
            clk_counter <= 0;
            bit_counter <= 0;
            data_out <= 8'b0;
            rx_done <= 1'b0;
            data_buffer <= 8'b0;
        end else begin
            rx_done <= 1'b0;
            case (state)
                IDLE: begin
                    if (rx_pin == 1'b0) begin
                        clk_counter <= 0;
                        state <= START;
                    end
                end
                START: begin
                    clk_counter <= clk_counter + 1;
                    if (clk_counter == (CLKS_PER_BIT / 2) - 1) begin
                        state <= DATA;
                        clk_counter <= 0;
                        bit_counter <= 0;
                        data_buffer <= 8'b0;
                    end
                end
                DATA: begin
                    clk_counter <= clk_counter + 1;
                    if (clk_counter == CLKS_PER_BIT - 1) begin
                        data_buffer[bit_counter] <= rx_pin;
                        bit_counter <= bit_counter + 1;
                        clk_counter <= 0;
                        if (bit_counter == 7) begin
                            state <= STOP;
                        end
                    end
                end
                STOP: begin
                    clk_counter <= clk_counter + 1;
                    if (clk_counter == CLKS_PER_BIT - 1) begin
                        state <= IDLE;
                        rx_done <= 1'b1; 
                        data_out <= data_buffer;
                    end
                end
            endcase
        end
    end
endmodule
==> design/flow/run.sh <==
#!/bin/bash
# OpenROAD 26Q1-2900-gdf79404cd8, Yosys 0.63+post, stock flow scripts
make -C /OpenROAD-flow-scripts/flow DESIGN_CONFIG=/design/flow/config.mk WORK_HOME=/design/flow/orfs finish
==> design/flow/config.mk <==
export PLATFORM = sky130hd
export DESIGN_NAME = uart_rx_led
export DESIGN_NICKNAME = uart_rx_led
export VERILOG_FILES = /design/flow/design.v
export SDC_FILE = /design/flow/constraint.sdc
export NUM_CORES = 4
export LEC_CHECK = 1
export CORE_UTILIZATION = 30
==> design/flow/constraint.sdc <==
current_design uart_rx_led

set clk_period 3.0
set clk_io_pct 0.2

create_clock -name clk0 -period $clk_period [get_ports {clk}]

set non_clock_inputs [all_inputs -no_clocks]
set_input_delay [expr $clk_period * $clk_io_pct] -clock clk0 $non_clock_inputs
set_output_delay [expr $clk_period * $clk_io_pct] -clock clk0 [all_outputs]
==> run notes <==
fresh numbers from the pnr run: # Post-CTS Setup Buffers=0, tool warnings=30, DP Wirelength=2760 um, routed len/inst=12.2 um, crit path DAT=approximately 2.5 ns, DRC=0, first-pass GRT wire length=between 6000 and 7000 um, # rows=30, delay-heaviest family, CP=simple AND/OR/NAND/NOR gates, Setup Skew=0.00684 ns, count of pins over their slew limit=0, cell area after synthesis=2130 um^2, Syn Area/Cell=10.0 um^2, core region area=6830 um^2, post-cts repair resize count=0, Req. time, crit path=3.16 ns, yosys warns=1, Fmax=429 MHz, Util after Layout=35.7%, Buf/Inv on CP=0, number of antenna repair diodes=0, die span in y=86.3 um, Latency at later pin=about 0.29 ns, Clock Pin Slew Worst Setup and Hold Paths=0.08 ns, min Tclk post-route=2.33 ns, # placed instances=~320, power per cell area=571 nW/um^2, Worst Path Class, Setup=reg2reg, Final Cell Area=2440 um^2, CTS tree=built, die width=86.3 um, total clock sinks=39, LEAKAGE=between 1 and 1.5 nW, EDFF count, synth=0, antenna-violating nets left=0, first-pass iteration count of the detailed router=4, largest net degree at the start of global routing=40, number of global-route vias before repair=1448, layout cell share with drive strength beyond 1=11.9%, initial antenna violation count=0, Worst-Margin Slew=0.633 ns, crit end category=register, final wirelength=3950 um, Floorplan Utilization=between 30% and 40%, gpl congestion=0.896, Post-Synthesis Cells=about 210, Final Hold Violation Tally=0, vias per cell=~4.8, clk root buf=clkbuf_8, Distinct cells, synth=49, asr flop ratio synth=100%, Finished Layout Cells=323, number of port buffers=11, CP max stage cell=o41ai_4, CTS buffer count=5, clk buf depth=2, status=finished, final reports clean, cell area after placement=2340 um^2, relative slew slack=57.7%, Initial DRC Count=77, cycle use final=~78%, global route total overflow=0, # Cells Yosys=roughly 210, Hold Path Class=reg2reg, area delta synth->final=14.6%, via count=1544, ys flop type=dfrtp_1, Largest stage delay, worst path=~0.54 ns, ys flops=39, CP startpoint kind=register, crit-path cells=or3_4 > o41ai_4 > o211a_1 > and2_1 > nor2_1, Ports=12, die footprint=7440 um^2, # hold bufs at CTS=0, crit path max fanout=9, final setup fails=0, GR Util All Layers=between 10% and 20%, sequential area share after synthesis=a little under half, Max Cap Viol=0, htree depth=2, setup TNS=0 ns, Chip Area, Yosys=between 2000 and 2500 um^2, RSZ-0062 raised after global routing=false, worst vdd ir=0.544 mV
-- path summary, 6_finish.rpt --
path | end | slack, ns | depth (start not counted) | from
min | data_out[4] | 0.48 | 2 | data_out[4]
max reg2reg | clk_counter[6] | 0.67 | 5 | clk_counter[8]
max | clk_counter[6] | 0.67 | 5 | clk_counter[8]
min in group asynchronous | clk_counter[8] | 0.73 | 3 | rst
max in group asynchronous | state[0] | 1.91 | 3 | rst
min reg2reg | data_out[4] | 0.48 | 2 | data_out[4]
-- metrics by stage --
stage | setup slack [ns] | hold WS (ns) | power, mW
global route | 0.506 | 0.500 | 1.48
floorplan | 0.875 | 0.426 | 0.944
detailed placement | 0.636 | 0.471 | 1.01
CTS | 0.664 | 0.489 | 1.41
global placement | 0.658 | 0.464 | 1.00
finish | 0.670 | 0.485 | 1.39
-- state kept, by name, indices dropped and copies added (netlist names) --
register / flops
clk_counter: 14
bit_counter: 4
data_out: 8
data_buffer: 8
state: 4
rx_done: 1
-- layout make-up --
cell class	count	area [um^2]
Clock buffer	7	96.3
Clock inverter	1	7.51
Fill cell	700	4390
Inverter	14	52.6
Multi-Input combinational cell	152	1050
Sequential cell	39	977
Tap cell	96	120
Timing Repair Buffer	14	133
-- tightest hold or removal path: cells and delay by family, from the launching register on --
kind,cells,cell delay (ns)
flops,1,0.34
simple gates,1,0.05
compound gates,1,0.06
-- layout by cell type, fill, tap and decap left out, types with 7 or more instances in the layout --
| cell | netlist | final |
|---|---|---|
| ha_1 | 7 | 7 |
| clkdlybuf4s50_1 | 0 | 11 |
| inv_1 | 14 | 14 |
| nor2_1 | 15 | 15 |
| clkbuf_8 | 0 | 7 |
| nand2_1 | 20 | 20 |
| nand3_1 | 9 | 9 |
| a21oi_1 | 9 | 9 |
| dfrtp_1 | 38 | 38 |
| o21ai_0 | 14 | 14 |
| xnor2_1 | 7 | 7 |
-- synthesized netlist by cell type (all sizes together) (4+ instances only) --
| cell type | count | area (um^2) |
|---|---|---|
| nand3 | 10 | 55.1 |
| nand2 | 22 | 87.6 |
| xor2 | 4 | 35.0 |
| ha | 7 | 87.6 |
| buf | 6 | 38.8 |
| nor4 | 7 | 58.8 |
| dfrtp | 38 | 951 |
| o21ai | 19 | 95.1 |
| inv | 14 | 52.6 |
| nor3 | 6 | 30.0 |
| xnor2 | 7 | 61.3 |
| nor2 | 15 | 56.3 |
| o41ai | 4 | 72.6 |
| a21oi | 9 | 45.0 |
| mux2 | 7 | 78.8 |
-- layer usage --
layer | wire, um | share of wire (%) | track usage [%] | up-vias
met3 | 120 | 3.0 | 2.13 | 10
met5 | 0 | 0 | 0 | -
met2 | 1710 | 43 | 17.5 | 26
li1 | - | - | - | 783
met1 | 2020 | 51 | 18.6 | 725
met4 | 94 | 2.4 | 2.27 | 0
-- logic make-up (layout without fill, tap and decap cells) --
logic type / Yosys count / after routing / synth area share (%)
and+or+nand+nor: 82 / 82 / 22.3
xor gates and xnor gates: 11 / 11 / 4.52
muxes: 7 / 7 / 3.70
AOI/OAI and AO/OA: 45 / 45 / 14.9
DFF: 39 / 39 / 45.9
buffers and inverters: 22 / 36 / 4.64
adders and majority gates: 7 / 7 / 4.11
-- report_power, final --
group          internal [mW]  switching [mW]
Combinational          0.131           0.149
Clock                  0.209           0.183
Sequential             0.605           0.116
No activity file was given, so power comes from the tool's default toggle rates.
