==> ./run.sh <==
#!/bin/bash
# OpenROAD 26Q1-2900-gdf79404cd8, Yosys 0.63+post, stock flow scripts
make -C /OpenROAD-flow-scripts/flow DESIGN_CONFIG=/design/flow/config.mk WORK_HOME=/design/flow/orfs finish
==> ./config.mk <==
export PLATFORM = sky130hd
export DESIGN_NAME = clk_divider_led_ex
export DESIGN_NICKNAME = clk_divider_led_ex
export VERILOG_FILES = /design/flow/design.v
export SDC_FILE = /design/flow/constraint.sdc
export NUM_CORES = 4
export LEC_CHECK = 1
export CORE_AREA = 10 10 97 97
export DIE_AREA = 0 0 107 107
==> ./constraint.sdc <==
current_design clk_divider_led_ex

set clk_period 5.9
set clk_io_pct 0.2

create_clock -name clk0 -period $clk_period [get_ports {clk}]

set non_clock_inputs [all_inputs -no_clocks]
set_input_delay [expr $clk_period * $clk_io_pct] -clock clk0 $non_clock_inputs
set_output_delay [expr $clk_period * $clk_io_pct] -clock clk0 [all_outputs]
==> ./design.v <==
module clk_divider_led_ex (
    input clk,             
    input rst,            
    output reg led_out    
);
    parameter LED_OFF = 1'b0;
    parameter LED_ON  = 1'b1;
    reg current_state;
    reg [26:0] counter;
    always @(posedge clk or posedge rst) begin
        if (rst) begin
            counter <= 27'd0;
            current_state <= LED_OFF;
            led_out <= 1'b0;
        end else begin
            counter <= counter + 1;
            if (counter == 27'd99999999) begin
                counter <= 27'd0;
                case (current_state)
                    LED_OFF: begin
                        current_state <= LED_ON;
                        led_out <= 1'b1;
                    end
                    LED_ON: begin
                        current_state <= LED_OFF;
                        led_out <= 1'b0;
                    end
                endcase
            end
        end
    end
endmodule
==> results.ini <==
[clocking]
cts.sinks = 28
cts_tree = yes
cts_buffer_depth = 2
clk_root_buffer_cell = clkbuf_8
clkLatencyLatePin_ps = 270
ctsResizeCount = 0
clkTransAtPathRegs_ps = 90
postCtsHoldBufs = 0
htreeDepth = 1
post-cts-setup-buffers = 0
cts_made_buffers = 3

[synth]
top_cell_area_share_pct = 48.8
ys_chip_area_sq_um = 1440
ys_sh_adder_pct = 0.872
synth_cells = 149
synth_cell_types = 34
top_area_cell = dfrtp_1
synth_area_sq_um = 1440
yosys_cells = 149
ys_ff = 28
synth.avg_cell_area_sq_um = 9.63
compound_area_share_pct = 9.68
yosysWarnings = 1
ys_sh_simple_pct = 29.3
synthXorXnorAreaFrac_pct = 9.15
mux_area_share_pct = 0
top_cells_by_area = dfrtp_1 (49%), xor2_1 (6.1%), nand3_1 (5.9%)
top_logic_kind = simple AND/OR/NAND/NOR gates
yosysSeqAreaShare_pct = 48.8

[critical_path]
reg2reg_from = counter[10]
critPathKind = flop to output pin
worstSetupEndpointType = output pin
crit_family = buffers and inverters
cp.arrival_ps = 1110
cp.required_ps = 4720
path_depth = 1
cp_slowest_stage_delay_ps = 470
cp-start-kind = flop
path_cells = clkdlybuf4s50_1
rr_worst_depth = 4
cp_max_fo = 2
critPathBufInv = 1
worst_path_max_delay_cell = clkdlybuf4s50_1
r2r-end = counter[23]
reg2reg_slack_ps = 3860

[global_routing]
overflow = 0
met1_usage_pct = 7.22
grt_pass1_wl_um = 5040
grt_pass1_vias = 1119
top_usage_layer = met2
use_met2_pct = 7.90
grt_max_degree = 29
grtUsageTotal_pct = 5.11
antenna_found_initial = 0
met3_usage_pct = 0.606

[die]
row_count = 31
die_w_um = 107
boundaryPins = 3
die_h_um = 107
die_area_sq_um = 11400
fp-utilization_pct = 19.7
coreArea_sq_um = 7290

[hold_path]
hold_depth = 1
worstHoldEndpoint = current_state
hold_class = flop to flop
min_from = current_state

[power]
peakVddDrop_uv = 137
p_leak_nw = 0.674
power_mw = 0.297
cellPowerDensity_nw_per_um2 = 183

[placement]
hpwl_um = 2010
post-place-ws_ps = 3880
io_buffer_count = 2
gp_congestion = 0.875

[timing]
worst_pin_slew_ps = 612
fmax_mhz = 437
rsz0062_at_grt = no
slew_viol_final = 0
tns_ps = 0
setup-violations-final = 0
finalCritPeriodShare_pct = 38.8
setup_ws_ps = 3610
max_slew_margin_pct = 58.9
min_period_ps = 2290
final_hold_viol_count = 0
clock_skew_ps = 4.17

[outcome]
status = complete, no violations

[final_layout]
final_core_util_pct = 22.3
syn2layout_area_growth_pct = 13.1
drive_gt1_share_pct = 6.54

[routing]
drt_wl_total_um = 2780
vias = 1144
drtIter0Drc = 126
routedWlPerCell_um = 11.0
n_antenna_cell = 0
drt-pass1-iter-count = 4
via_per_inst = 4.54
postRouteAntennaNets = 0
drc = 0

[job]
warning_count = 25
max_cap_violations = 0

-- cell families (layout without fill, tap and decap cells) --
| logic type | Yosys count | count (layout) |
|---|---|---|
| and+or+nand+nor | 76 | 76 |
| DFF | 28 | 28 |
| AOI/OAI and AO/OA | 21 | 21 |
| xor gates and xnor gates | 15 | 15 |
| buffers and inverters | 8 | 12 |
| adders and majority gates | 1 | 1 |
-- power by group --
part           internal [mW]  switching, mW  total [mW]
logic                0.00106        0.00380     0.00486
clock network         0.0458         0.0548       0.101
registers              0.192              0       0.192
-- metal layers --
metal  share of wire, %  vias up
met2                 43       37
met4                2.2        0
met3                5.5        8
li1                   -      558
met5                  0        -
met1                 50      541
-- cell usage after synthesis (all sizes together) --
master	number
xor2	10
o311ai	2
nand4	4
a31oi	2
and4bb	1
nor4b	1
nor4bb	1
o211ai	1
inv	5
nand3	18
nor3	7
and3	5
nor2	9
or4	5
nor4	2
o21ai	3
nor2b	1
o221ai	1
nand2	16
o31ai	4
ha	1
or3b	1
o2111ai	1
clkbuf	2
a21oi	6
a41oi	1
or3	3
and4	2
dfrtp	28
buf	1
xnor2	5
-- through the flow --
| step | hold WS, ps | std cells | instance area, sq um |
|---|---|---|---|
| global placement | 453 | 249 | 1580 |
| floorplan | 420 | 149 | 1440 |
| finish | 468 | 252 | 1620 |
| global route | 501 | 252 | 1620 |
| detailed placement | 463 | 249 | 1580 |
| CTS | 477 | 252 | 1620 |
-- cells in the final DEF, fill, tap and decap left out, drive strengths merged --
cell and count:
o211ai 1, or3 3, nor2b 1, clkdlybuf4s50 2, buf 2, nor4 2
and4 2, or3b 1, nor4b 1, nand4 4, inv 5, dfrtp 28
clkbuf 3, o311ai 2, xor2 10, o21ai 3, xnor2 5, nor4bb 1
nor3 7, o221ai 1, a21oi 6, a31oi 2, ha 1, o31ai 4
and3 5, nor2 9, or4 5, a41oi 1, nand2 16, nand3 18
o2111ai 1, and4bb 1
-- state kept, by name, indices dropped and copies added, names as in the netlist --
| signal | cells |
|---|---|
| counter | 27 |
| current_state | 1 |
-- worst max-delay path by stage --
stage	to	slack, ps	startpoint
6_report	led_out	3610	current_state
5_1_grt	led_out	3560	current_state
4_1_cts	led_out	3590	current_state
-- area by class of cell --
type | instances | area [sq um]
clock buffer | 3 | 41.3
tap | 99 | 124
inverter | 5 | 18.8
fill | 811 | 5670
multi-input combinational | 113 | 703
sequential | 28 | 701
timing repair buffer | 4 | 35.0
Power is estimated from default activity; no workload was simulated.
