<file path="flow/run.sh">
#!/bin/bash
# OpenROAD 26Q1-2900-gdf79404cd8, Yosys 0.63+post, stock flow scripts
make -C /OpenROAD-flow-scripts/flow DESIGN_CONFIG=/design/flow/config.mk WORK_HOME=/design/flow/orfs finish
</file>
<file path="flow/config.mk">
export PLATFORM = sky130hd
export DESIGN_NAME = uart_tx_led
export DESIGN_NICKNAME = uart_tx_led
export VERILOG_FILES = /design/flow/design.v
export SDC_FILE = /design/flow/constraint.sdc
export NUM_CORES = 4
export LEC_CHECK = 1
export CORE_UTILIZATION = 40
</file>
<file path="flow/constraint.sdc">
current_design uart_tx_led

set clk_period 5.4
set clk_io_pct 0.2

create_clock -name clk0 -period $clk_period [get_ports {clk}]

set non_clock_inputs [all_inputs -no_clocks]
set_input_delay [expr $clk_period * $clk_io_pct] -clock clk0 $non_clock_inputs
set_output_delay [expr $clk_period * $clk_io_pct] -clock clk0 [all_outputs]
</file>
<file path="flow/design.v">
`timescale 1ns / 1ps
module uart_tx_led (
    input wire clk,
    input wire rst,
    input wire tx_start,
    input wire [7:0] data_in,
    output wire tx_pin,
    output wire tx_done
);
    localparam CLKS_PER_BIT = 10417;
    localparam [2:0] IDLE  = 3'b000;
    localparam [2:0] START = 3'b001;
    localparam [2:0] DATA  = 3'b010;
    localparam [2:0] STOP  = 3'b011;
    reg [2:0] state, next_state;
    reg [13:0] clk_counter;
    reg [3:0]  bit_counter;
    reg [7:0]  data_to_send;
    reg        tx_done_reg;
    reg        tx_pin_reg;
    always @(*) begin
        next_state = state;
        case (state)
            IDLE: begin
                if (tx_start) next_state = START;
            end
            START: begin
                if (clk_counter == CLKS_PER_BIT - 1) next_state = DATA;
            end
            DATA: begin
                if (clk_counter == CLKS_PER_BIT - 1 && bit_counter == 7) next_state = STOP;
            end
            STOP: begin
                if (clk_counter == CLKS_PER_BIT - 1) next_state = IDLE;
            end
        endcase
    end
    always @(posedge clk or posedge rst) begin
        if (rst) begin
            state <= IDLE;
            clk_counter <= 0;
            bit_counter <= 0;
            data_to_send <= 8'b0;
            tx_done_reg <= 1'b0;
            tx_pin_reg <= 1'b1;
        end else begin
            state <= next_state;
            tx_done_reg <= 1'b0;
            case (next_state)
                IDLE: begin
                    if (tx_start) begin
                        data_to_send <= data_in;
                        clk_counter <= 0;
                        bit_counter <= 0;
                    end
                end
                START: begin
                    clk_counter <= clk_counter + 1;
                    tx_pin_reg <= 1'b0;
                end
                DATA: begin
                    if (clk_counter == CLKS_PER_BIT - 1) begin
                        bit_counter <= bit_counter + 1;
                        clk_counter <= 0;
                    end else begin
                        clk_counter <= clk_counter + 1;
                    end
                    tx_pin_reg <= data_to_send[bit_counter];
                end
                STOP: begin
                    clk_counter <= clk_counter + 1;
                    tx_pin_reg <= 1'b1;
                    if (clk_counter == CLKS_PER_BIT - 1) begin
                        tx_done_reg <= 1'b1;
                    end
                end
            endcase
        end
    end
    assign tx_pin = tx_pin_reg;
    assign tx_done = tx_done_reg;
endmodule
</file>
==> impl_metrics.tcl <==
# yosys + openroad results
set metrics [dict create \
    outcome "complete, no violations" \
    hold_depth 1 \
    clock_tree.buffer_depth 2 \
    log.warning_count 26 \
    number_of_standard_cells_in_the_layout_taps_in_and_fillers_out 229 \
    power_per_cell_area_nw_per_um2 282 \
    library_cell_with_the_highest_instance_count_after_synthesis "sky130_fd_sc_hd__dfrtp_1" \
    switching_power_mw 0.136 \
    numSynthFlops 32 \
    biggestRegsByFlops "clk_counter x14, data_to_send x8" \
    grt_overflow_total 0 \
    drt_first_pass_iters 4 \
    final_min_period_over_clock_period_pct 47.8 \
    finalSetupViolations 0 \
    worstPathArrival_ps 2730 \
    power_frac_seq_pct 51.7 \
    max_slew.worst_pin.slew_ps 647 \
    synth_async_sr_flop_share_pct 100 \
    syn_inst 162 \
    first_pass_grt_wire_length_um 5250 \
    critical_path_class "in2reg" \
    cts_tree "built" \
    hold_path.class "reg2reg" \
    maximum_clock_frequency_ghz 0.387 \
    place_inst 221 \
    aoi_share_pct 8.27 \
    final_cell_area_sq_um 1960 \
    top_cells_by_count "sky130_fd_sc_hd__dfrtp_1 (30), sky130_fd_sc_hd__nor2_1 (21), sky130_fd_sc_hd__nand2_1 (18)" \
    synthTopCellsByArea "sky130_fd_sc_hd__dfrtp_1 (44%), sky130_fd_sc_hd__mux2_2 (5.3%), sky130_fd_sc_hd__nor2_1 (4.6%), sky130_fd_sc_hd__nand2_1 (4.0%), sky130_fd_sc_hd__dfstp_2 (3.1%)" \
    groute.layer.met1.usage_pct 25.6 \
    cell_int_power_mw 0.416 \
    layout-area-overhead-vs-synth_pct 15.4 \
    grt_util_all_layers_pct 15.8 \
    io_pins 13 \
    synthesis.area_sq_um 1700 \
    grt_antenna_before_repair 0 \
    largest_reg_flops 14 \
    max_flop_register "clk_counter" \
    pins_over_their_slew_limit 0 \
    detailroute.via_count 1209 \
    clk_transition_reported_paths_ps 60 \
    io_buffer_count 12 \
    fp.dieW_um 67.1 \
    cts_hold_bufs 0 \
    grt_pass1_vias 1148 \
    clock_skew_ps 4.35 \
    crit-reg2reg-capture "data_to_send[3]" \
    r2r.worst_path.cells 7 \
    synth.area.mux_share_pct 9.82 \
    hold_start "data_to_send[2]" \
    grt_max_degree 33 \
    critical_path.endpoint "clk_counter[10]" \
    h-tree-depth 2 \
    clockPowerShare_pct 35.7 \
    resized_after_cts 0 \
    top_cell_area_share_pct 44.3 \
    use_met2_pct 23.3 \
    synth_chip_area_sq_um 1700 \
    chip_area_sq_um 4500 \
    final_layout_size_suffix_gt1_share_pct 16.8 \
    cp-start-kind "input port" \
    power_leakage_nw 0.891 \
    yosysSeqAreaShare_pct 47.4 \
    power.total_mw 0.552 \
    routed_via_density 5.28 \
    die_height_um 67.1 \
    vdd_drop_max_uv 145 \
    cts.sink_count 32 \
    cp_data_required_time_ps 5550 \
    synth_adder_area_share_pct 2.21 \
    largest_fanout_on_the_critical_path 6 \
    ys.flop_type "sky130_fd_sc_hd__dfrtp_1" \
    post_drt_wl_per_cell_um 13.1 \
    simple_gate_area_share_pct 22.7 \
    grt.busiest_layer "met1" \
    yosysUniqueCellTypes 46 \
    floorplan.rows 23 \
    drt_wl_total_um 3010 \
    cts_inserted_buffers 5 \
    synth.logic.top_family "simple AND/OR/NAND/NOR gates" \
    floorplan.core_area_sq_um 4030 \
    r2r_slack_ps 3070 \
    fraction_of_met3_tracks_used_by_global_routing_pct 2.78 \
    drc 0 \
    synthesis.area_per_instance_sq_um 10.5 \
    setup_tns_ps 0 \
    gp_congestion 0.831 \
    post_dp_cell_area_sq_um 1860 \
    synth_area_leader_cell "sky130_fd_sc_hd__dfrtp_1" \
    fp_util_pct 42.1 \
    reg2reg_from "clk_counter[0]" \
    yosys_warnings 1 \
    hold_violations 0 \
    finalCoreUtilization_pct 48.6 \
    critPathLaunch "tx_start" \
    drv_cap 0 \
    tally_of_filler_cells_in_the_layout 381 \
    number_of_enable_flip_flop_cells 0 \
    detail-route-antenna-nets 0 \
    comb_power_share_pct 12.5 \
    drt_first_iter_violations 72 \
    max_slew_margin_pct 56.5 \
    critPathCaptureType "register" \
    synth-xor-area-share_pct 5.68 \
    netSwitchingFraction_pct 24.6 \
    layout_min_cycle_time_ps 2580 \
    detail_route.antenna_diodes 0 \
    cts.repair_timing.setup_buffer_count 0 \
    yosys-stat-cells 162 \
    detailed_place_hpwl_um 2160 \
    clk-insertion-delay-late_ps 280 \
    cts_root_buffer "sky130_fd_sc_hd__clkbuf_8" \
    rsz_0062_raised_after_global_routing "false" \
]
==> power groups by stage <==
stage	clock network, mW	logic (mW)	registers, mW
after CTS	0.203	0.0704	0.285
after global routing	0.215	0.0762	0.290
final	0.197	0.0693	0.285
==> per-layer routing <==
metal,routed length [um],vias up
li1,-,596
met1,1510,585
met2,1350,24
met3,104,4
met4,38,0
met5,0,-
==> area by class of cell <==
type | count | area, sq um | area share, %
Timing Repair Buffer | 13 | 128 | 6.52
Sequential cell | 32 | 803 | 41.0
Clock buffer | 8 | 100 | 5.12
Multi-Input combinational cell | 116 | 826 | 42.2
Inverter | 10 | 37.5 | 1.92
Tap cell | 50 | 62.6 | 3.20
==> placed cells by master (no fill, tap or decap), drive strengths merged, types with 2 or more instances in the layout <==
cell type and instances:
inv 10, ha 3, clkdlybuf4s50 12, mux4 2, xnor2 6, nor2 21
o22ai 2, nand3 4, dfrtp 30, and4 2, and2 2, a21oi 5
nor4bb 2, xor2 5, o21ai 7, nand2 19, mux2i 2, nand4 3
or2 2, clkbuf 8, dfstp 2, mux2 9, and3 3, nor4b 2
nor3b 2
==> per-stage QoR <==
step	hold WS, ps	setup WS, ps
final	485	2820
after global routing	510	2660
after CTS	496	2820
after detailed placement	482	2540
after global placement	470	2570
after floorplan	452	3280
==> how the worst min path moves through the flow <==
stage                      to
CTS           data_to_send[2]
global route  data_to_send[2]
finish        data_to_send[2]
==> cells by family after synthesis <==
logic type,count (synthesis)
simple gates,68
buf+inv,14
compound gates,21
flops,32
fa+ha+maj,3
xor+xnor,11
mux,13
==> critical path, cell delays in order <==
cell and delay [ps]:
sky130_fd_sc_hd__clkdlybuf4s50_1 560, sky130_fd_sc_hd__nor4_1 130, sky130_fd_sc_hd__or4b_1 620, sky130_fd_sc_hd__nor2_1 150
sky130_fd_sc_hd__xnor2_1 140, sky130_fd_sc_hd__nor2_1 50
Power is estimated from default activity; no workload was simulated.
